--- /design/flow/design.v ---
module alu32(a,b,op,result, c,n,z,v);
	input [31:0] a,b;
	input [2:0] op;
	output [31:0] result;
	output c,n,z,v;
	wire [31:0] w_add_b;
	wire [31:0] w_not_a, w_not_b, w_and, w_or, w_xor, w_xnor, w_add;
	wire co_prev, co_add;
	_inv_32bits U0_inv_32bits (.a(a), .y(w_not_a));  
	_inv_32bits U1_inv_32bits (.a(b), .y(w_not_b));  
	_and2_32bits U2_and2_32bits (.a(a), .b(b), .y(w_and)); 
	_or2_32bits U3_or2_32bits (.a(a), .b(b), .y(w_or)); 
	_xor2_32bits U4_xor2_32bits (.a(a), .b(b), .y(w_xor)); 
	_xnor2_32bits U5_xnor2_32bits (.a(a), .b(b), .y(w_xnor));
	mx2_32bits U6_mx2_32bits (.d0(b),.d1(w_not_b),.s(op[0]),.y(w_add_b));
	cla32_ov U7_adder (.a(a),.b(w_add_b),.ci(op[0]),.s(w_add),.co_prev(co_prev),.co(co_add));
	mx8_32bits U8_mx8_32bits ( .a(w_not_a) ,.b(w_not_b) ,.c(w_and) ,.d(w_or) ,
									 .e(w_xor) ,.f(w_xnor) ,.g(w_add) ,.h(w_add) ,
									 .s2(op[2]),.s1(op[1]), .s0(op[0]) ,.y(result));
	cal_flags32 U9_cal_flags (.op(op), .result(result),
									 .co_add(co_add), .co_prev_add(co_prev),
									 .c(c), .n(n), .z(z), .v(v) );
endmodule
module cal_flags32(op,result,co_add,co_prev_add,c,n,z,v);
	input [2:0] op;
	input [31:0] result;
	input co_add, co_prev_add;
	output c,n,z,v;
	assign c = (op[2:1] != 2'b11)? 1'b0:co_add;
	assign n = result[31];
	assign z = (result == 32'b0)? 1'b1 :1'b0;
	assign v = (op[2:1] != 2'b11) ? 1'b0 :co_add^co_prev_add;
endmodule
module cla32_ov(a,b,ci,s,co_prev,co);
	input [31:0] a,b;
	input ci;
	output [31:0] s;
	output co_prev;
	output co;
	wire c1,c2,c3,c4,c5,c6,c7;
	cla4 U0_cla4 (.a(a[3:0]),		.b(b[3:0]),		.ci(ci),	.s(s[3:0]),		.co(c1));
	cla4 U1_cla4 (.a(a[7:4]),		.b(b[7:4]),		.ci(c1),	.s(s[7:4]),		.co(c2));
	cla4 U2_cla4 (.a(a[11:8]),		.b(b[11:8]),	.ci(c2),	.s(s[11:8]),	.co(c3));
	cla4 U3_cla4 (.a(a[15:12]),	.b(b[15:12]),	.ci(c3),	.s(s[15:12]),	.co(c4));
	cla4 U4_cla4 (.a(a[19:16]),	.b(b[19:16]),	.ci(c4),	.s(s[19:16]),	.co(c5));
	cla4 U5_cla4 (.a(a[23:20]),	.b(b[23:20]),	.ci(c5),	.s(s[23:20]),	.co(c6));
	cla4 U6_cla4 (.a(a[27:24]),	.b(b[27:24]),	.ci(c6),	.s(s[27:24]),	.co(c7));
	cla4_ov U7_cla4_ov (.a(a[31:28]),	.b(b[31:28]),	.ci(c7),	.s(s[31:28]),	.c3(co_prev),	.co(co));
endmodule
module cla4(a,b,ci,s,co);
	input [3:0] a,b;  
	input ci;  
	output [3:0] s;  
	output co;  
	wire c1,c2,c3;
	fa_v2 U0_fa_v2(.a(a[0]),.b(b[0]),.ci(ci),.s(s[0])); 
	fa_v2 U1_fa_v2(.a(a[1]),.b(b[1]),.ci(c1),.s(s[1]));
	fa_v2 U2_fa_v2(.a(a[2]),.b(b[2]),.ci(c2),.s(s[2]));
	fa_v2 U3_fa_v2(.a(a[3]),.b(b[3]),.ci(c3),.s(s[3]));
	clb U4_clb(.a(a),.b(b),.ci(ci),.c1(c1),.c2(c2),.c3(c3),.co(co)); 
endmodule
module mx8_32bits(a,b,c,d,e,f,g,h,s2,s1,s0,y);
	input [31:0] a,b,c,d,e,f,g,h;
	input s2,s1,s0;
	output [31:0] y;
	wire [31:0]	w0,w1,w2,w3,w4,w5;
	mx2_32bits U0_mx2_32bits( .d0(a), .d1(b), .s(s0), .y(w0));
	mx2_32bits U1_mx2_32bits( .d0(c), .d1(d), .s(s0), .y(w1));
	mx2_32bits U2_mx2_32bits( .d0(e), .d1(f), .s(s0), .y(w2));
	mx2_32bits U3_mx2_32bits( .d0(g), .d1(h), .s(s0), .y(w3));
	mx2_32bits U4_mx2_32bits( .d0(w0), .d1(w1), .s(s1), .y(w4));
	mx2_32bits U5_mx2_32bits( .d0(w2), .d1(w3), .s(s1), .y(w5));
	mx2_32bits U6_mx2_32bits( .d0(w4), .d1(w5), .s(s2), .y(y));
endmodule
module cla4_ov(a,b,ci,s,c3,co);
	input [3:0] a,b;
	input ci;
	output [3:0] s;
	output c3, co;
	wire c1,c2;
	fa_v2 U0_fa_v2(.a(a[0]),.b(b[0]),.ci(ci),.s(s[0]));
	fa_v2 U1_fa_v2(.a(a[1]),.b(b[1]),.ci(c1),.s(s[1]));
	fa_v2 U2_fa_v2(.a(a[2]),.b(b[2]),.ci(c2),.s(s[2]));
	fa_v2 U3_fa_v2(.a(a[3]),.b(b[3]),.ci(c3),.s(s[3]));
	clb U4_clb(.a(a),.b(b),.ci(ci),.c1(c1),.c2(c2),.c3(c3),.co(co));
endmodule
module clb(a,b,ci,c1,c2,c3,co);
	input[3:0]a,b;
	input ci;
	output c1,c2,c3,co;
	wire [3:0] g, p;
	wire w0_c1;
	wire w0_c2, w1_c2;
	wire w0_c3,w1_c3,w2_c3;
	wire w0_co,w1_co,w2_co,w3_co;
	_and2 AD2_0(.a(a[0]),.b(b[0]),.y(g[0]));
	_and2 AD2_1(.a(a[1]),.b(b[1]),.y(g[1]));
	_and2 AD2_2(.a(a[2]),.b(b[2]),.y(g[2]));
	_and2 AD2_3(.a(a[3]),.b(b[3]),.y(g[3]));
	_or2 OR2_0(.a(a[0]),.b(b[0]),.y(p[0]));
	_or2 OR2_1(.a(a[1]),.b(b[1]),.y(p[1]));
	_or2 OR2_2(.a(a[2]),.b(b[2]),.y(p[2]));
	_or2 OR2_3(.a(a[3]),.b(b[3]),.y(p[3]));
	_and2 AD2_4(.a(p[0]),.b(ci),.y(w0_c1));
	_or2 OR2_4(.a(g[0]),.b(w0_c1),.y(c1));
	_and2 AD2_5(.a(p[1]),.b(g[0]),.y(w0_c2));
	_and3 AD3_1(.a(p[1]),.b(p[0]),.c(ci),.y(w1_c2));
	_or3 OR3_1(.a(g[1]),.b(w0_c2),.c(w1_c2),.y(c2));
	_and2 AD2_6(.a(p[2]),.b(g[1]),.y(w0_c3));
	_and3 AD3_2(.a(p[2]),.b(p[1]),.c(g[0]),.y(w1_c3));
	_and4 AD4_1(.a(p[2]),.b(p[1]),.c(p[0]),.d(ci),.y(w2_c3));
	_or4 OR4_1(.a(g[2]),.b(w0_c3),.c(w1_c3),.d(w2_c3),.y(c3));
	_and2 AD2_7(.a(p[3]),.b(g[2]),.y(w0_co));
	_and3 AD3_3(.a(p[3]),.b(p[2]),.c(g[1]),.y(w1_co));
	_and4 AD4_2(.a(p[3]),.b(p[2]),.c(p[1]),.d(g[0]),.y(w2_co));
	_and5 AD5_1(.a(p[3]),.b(p[2]),.c(p[1]),.d(p[0]),.e(ci),.y(w3_co));
	_or5 OR5_1(.a(g[3]),.b(w0_co),.c(w1_co),.d(w2_co),.e(w3_co),.y(co));
endmodule
module fa_v2(a,b,ci,s);
	input a,b,ci;
	output s;
	wire w0;
	_xor2 XR1(.a(a),.b(b),.y(w0));
	_xor2 XR2(.a(w0),.b(ci),.y(s));
endmodule
module _inv(a,y);
	input a;
	output y;
	assign y=~a;
endmodule
module _nand2(a,b,y);
	input a,b;
	output y;
	assign y=~(a&b);
endmodule
module _and2(a,b,y);
	input a,b;
	output y;
	assign y= a&b;
endmodule
module _or2(a,b,y);
	input a,b;
	output y;
	assign y=a|b;
endmodule
module _xor2(a,b,y);
	input a,b;
	output y;
	wire i0, i1;
	wire w0, w1;
	_inv U0_inv (.a(a), .y(i0));
	_inv U1_inv (.a(b), .y(i1));
	_and2 U2_and2 (.a(i0),.b(b),.y(w0));
	_and2 U3_and2 (.a(a),.b(i1),.y(w1));
	_or2 U4_or2 (.a(w0),.b(w1),.y(y));
endmodule
module _and3(a,b,c,y);
	input a,b,c;
	output y;
	assign y=a&b&c;
endmodule
module _and4(a,b,c,d,y);
	input a,b,c,d;
	output y;
	assign y=a&b&c&d;
endmodule
module _and5(a,b,c,d,e,y);
	input a,b,c,d,e;
	output y;
	assign y=a&b&c&d&e;
endmodule
module _or3(a,b,c,y);
	input a,b,c;
	output y;
	assign y=a|b|c;
endmodule
module _or4(a,b,c,d,y);
	input a,b,c,d;
	output y;
	assign y=a|b|c|d;
endmodule
module _or5(a,b,c,d,e,y);
	input a,b,c,d,e;
	output y;
	assign y=a|b|c|d|e;
endmodule
module _inv_4bits(a,y);
	input [3:0] a;
	output[3:0] y;
	assign y=~a;
endmodule
module _and2_4bits(a,b,y);
	input [3:0] a,b;
	output [3:0] y;
	assign y=a&b;
endmodule
module _or2_4bits(a,b,y);
	input [3:0] a,b;
	output [3:0] y;
	assign y=a|b;
endmodule
module _xor2_4bits(a,b,y);
	input [3:0] a,b;
	output [3:0]y;
	_xor2 U0_xor2(.a(a[0]),.b(b[0]),.y(y[0]));
	_xor2 U1_xor2(.a(a[1]),.b(b[1]),.y(y[1]));
	_xor2 U2_xor2(.a(a[2]),.b(b[2]),.y(y[2]));
	_xor2 U3_xor2(.a(a[3]),.b(b[3]),.y(y[3]));
endmodule
module _xnor2_4bits(a,b,y);
	input [3:0] a,b;
	output [3:0] y;
	wire[3:0] w0;
	_xor2_4bits U0_xor2_4bits(.a(a),.b(b),.y(w0));
	_inv_4bits U1_inv_4bits(.a(w0),.y(y));
endmodule
module _inv_32bits(a,y);
	input [31:0] a;
	output [31:0] y;
	assign y=~a;
endmodule
module _and2_32bits(a,b,y);
	input [31:0] a,b;
	output [31:0] y;
	assign y=a&b;
endmodule
module _or2_32bits(a,b,y);
	input [31:0] a,b;
	output [31:0] y;
	assign y=a|b;
endmodule
module _xor2_32bits(a,b,y);
	input [31:0] a,b;
	output [31:0] y;
	_xor2_4bits U0_xor2_4bits(.a(a[3:0]),		.b(b[3:0]),		.y(y[3:0]));
	_xor2_4bits U1_xor2_4bits(.a(a[7:4]),		.b(b[7:4]),		.y(y[7:4]));
	_xor2_4bits U2_xor2_4bits(.a(a[11:8]),		.b(b[11:8]),	.y(y[11:8]));
	_xor2_4bits U3_xor2_4bits(.a(a[15:12]),	.b(b[15:12]),	.y(y[15:12]));
	_xor2_4bits U4_xor2_4bits(.a(a[19:16]),	.b(b[19:16]),	.y(y[19:16]));
	_xor2_4bits U5_xor2_4bits(.a(a[23:20]),	.b(b[23:20]),	.y(y[23:20]));
	_xor2_4bits U6_xor2_4bits(.a(a[27:24]),	.b(b[27:24]),	.y(y[27:24]));
	_xor2_4bits U7_xor2_4bits(.a(a[31:28]),	.b(b[31:28]),	.y(y[31:28]));
endmodule
module _xnor2_32bits(a,b,y);
	input [31:0] a,b;
	output [31:0] y;
	_xnor2_4bits U0_xnor2_4bits(.a(a[3:0]),	.b(b[3:0]),		.y(y[3:0]));
	_xnor2_4bits U1_xnor2_4bits(.a(a[7:4]),	.b(b[7:4]),		.y(y[7:4]));
	_xnor2_4bits U2_xnor2_4bits(.a(a[11:8]),	.b(b[11:8]),	.y(y[11:8]));
	_xnor2_4bits U3_xnor2_4bits(.a(a[15:12]),	.b(b[15:12]),	.y(y[15:12]));
	_xnor2_4bits U4_xnor2_4bits(.a(a[19:16]),	.b(b[19:16]),	.y(y[19:16]));
	_xnor2_4bits U5_xnor2_4bits(.a(a[23:20]),	.b(b[23:20]),	.y(y[23:20]));
	_xnor2_4bits U6_xnor2_4bits(.a(a[27:24]),	.b(b[27:24]),	.y(y[27:24]));
	_xnor2_4bits U7_xnor2_4bits(.a(a[31:28]),	.b(b[31:28]),	.y(y[31:28]));
endmodule
module mx2_32bits(d0,d1,s,y);
	input [31:0] 	d0,d1;
	input s;
	output [31:0]	y;
	assign y = (s==0)? d0:d1;
endmodule
--- /design/flow/run.sh ---
#!/bin/bash
# OpenROAD 26Q1-2900-gdf79404cd8, Yosys 0.63+post, stock flow scripts
make -C /OpenROAD-flow-scripts/flow DESIGN_CONFIG=/design/flow/config.mk WORK_HOME=/design/flow/orfs finish
--- /design/flow/config.mk ---
export PLATFORM = sky130hd
export DESIGN_NAME = alu32
export DESIGN_NICKNAME = alu32
export VERILOG_FILES = /design/flow/design.v
export SDC_FILE = /design/flow/constraint.sdc
export NUM_CORES = 4
export LEC_CHECK = 1
export CORE_UTILIZATION = 50
--- /design/flow/constraint.sdc ---
current_design alu32

set clk_period 16.8
set clk_io_pct 0.2

create_clock -name clk0 -period $clk_period

set non_clock_inputs [all_inputs -no_clocks]
set_input_delay [expr $clk_period * $clk_io_pct] -clock clk0 $non_clock_inputs
set_output_delay [expr $clk_period * $clk_io_pct] -clock clk0 [all_outputs]
==> out/summary.log <==
[route] average wire length per cell after detail routing 14.4 um
[final_timing] fmax 0.0757 GHz
[final_layout] utilization of the core after routing 62.2%
[route] number of search-and-repair iterations in the first detailed-routing pass 6
[final_layout] fill cell instance count of the final layout 910
[yosys] chip area in the Yosys report 5360 um2
[final_layout] dominant logic cell types in the final layout 132 x inv_1, 127 x ha_1, 102 x clkdlybuf4s50_1
[die] ports placed on the boundary 103
[global_routing] initial antenna violation count 0
[final_timing] period utilisation layout 78.6%
[setup_path] kind of end point of the critical path output pin
[setup_path] path type of the worst setup path in2out
[route] DRC violation count after routing 0
[global_routing] overflow left after global routing 0
[final_timing] setup repair after global routing missed its margin no
[route] total via count in the routed design 4682
[global_routing] largest net degree at the start of global routing 53
[yosys] Seq/Total Area, Yosys 0%
[yosys] post-synthesis cell type count 64
[power_and_ir_drop] internal portion of total power 115 uW
[route] DRT iter0 DRCs 205
[setup_path] largest driver fanout on the critical path 52
[die] FP Core Util 51.7%
[final_layout] most frequent logic cell in the layout inv_1
[setup_path] CP startpoint op[0]
[power_and_ir_drop] NetSw 109 uW
[yosys] Cell area leaders ha_1 30%, xor2_1 9.3%, inv_1 9.2%
[global_routing] GR peak layer met2
[yosys] cell type contributing the most total cell area after synthesis ha_1
[final_layout] area growth from synthesis to final layout 20.4%
[hold_path] hold path startpoint op[0]
[final_layout] Non-Filler Cell Area, Final 6450 um2
[die] height of the chip 106 um
[global_routing] met2 Track Usage GR 40.3%
[status] run status finished clean
[setup_path] CP Data Arrival Time 9850 ps
[power_and_ir_drop] clock group share of total power 0%
[final_timing] Slew headroom 52.4%
[hold_path] number of cells on the worst hold path 6
[final_layout] number of sequential storage elements 0
[final_timing] final critical-path required period 13210 ps
[die] Core Rows 37
[yosys] post-synthesis instance total 685
[route] antenna cell count 0
[final_layout] tally of clock buffers in the finished layout 0
[final_layout] fraction of layout instances using a drive strength above 1 6.68%
[route] overall routed net length 13000 um
[global_routing] Overall Global Routing Usage 24.5%
[final_layout] sequential cell area 0 um2
[yosys] area share of the largest cell type after synthesis 29.6%
[clock_network] hold bufs inserted after CTS 0
[power_and_ir_drop] leakage power total 0.00318 uW
[yosys] Yosys warning total 0
[final_timing] final hold viol count 0
[setup_path] standard cell with the maximum stage delay on the critical path buf_4
[route] per-cell via count in the routed design 5.20
[global_routing] global-route wire length before repair 21700 um
[power_and_ir_drop] proportion of power drawn by flip-flops and latches 0%
[setup_path] delay of the slowest cell on the worst path 650 ps
[power_and_ir_drop] maximum VDD drop 0.0255 mV
[placed_design] count of input and output buffers 103
[run] maximum capacitance violations 0
[clock_network] count of buffers added by post-CTS timing repair for setup 0
[power_and_ir_drop] Cell Pwr Density 34.7 nW/um2
[yosys] average footprint of a synthesized cell 7.83 um2
[die] Die Span X 106 um
[final_timing] final-layout setup total negative slack 0 ps
[hold_path] Hold EP result[22]
[power_and_ir_drop] part of the power in combinational logic 100.0%
[die] Std-Cell Core Area 10400 um2
[final_timing] setup violators final 0
[placed_design] routability-driven placement congestion ratio 0.873
[global_routing] met3 Use GR 1.14%
[yosys] yosys cell count 685
[placed_design] DPL Wire Length 10500 um
[final_timing] Least-Margin Pin Slew 707 ps
[die] die area 11100 um2
[setup_path] library cell appearing most often on the critical path nor2_1
[run] OpenROAD warning count 103
[global_routing] number of global-route vias before repair 4354
[final_timing] number of max-slew violations in the final report 0
[hold_path] class of the worst hold path in2out
[setup_path] Required @ worst endpoint 13440 ps
[final_layout] multi-input gate area in the final layout 4700 um2
[global_routing] fraction of met1 tracks used by global routing 37.9%
[yosys] combined area of all synthesized cells 5360 um2
[route] number of nets with antenna violations after detailed routing 0
[power_and_ir_drop] switching part of the total 48.5%
[setup_path] crit path launch type input port
[placed_design] placed instance area 6450 um2
[clock_network] post-cts gate resize count 0
[power groups by stage]
stage | Combinational [uW] | Clock, uW | Sequential [uW]
after CTS | 226 | 0 | 0
final | 224 | 0 | 0
after global routing | 250 | 0 | 0
[layout make-up]
class	count	share of cell area [%]
timing repair buffer	110	16.8
multi-input combinational	522	72.9
inverter	132	7.68
tap	136	2.64
[cells by family after synthesis]
group / after synthesis / share of synthesized area (%)
multiplexers: 47 / 14.0
AND/OR/NAND/NOR: 141 / 12.8
XOR/XNOR: 77 / 12.6
AND-OR/OR-AND: 123 / 16.0
adder cells (fa/ha/maj): 134 / 32.3
buffers and inverters: 163 / 12.3
[how the worst max path moves through the flow]
stage | endpoint | slack (ps) | cells after the start
final | z | 3590 | 25
after global routing | z | 3100 | 26
after CTS | z | 3560 | 26
[critical path, delay by kind of cell]
kind,cells,cell delay [ps]
buffers and inverters,5,2160
adder cells (fa/ha/maj),2,610
AND-OR/OR-AND,3,590
XOR/XNOR,2,370
AND/OR/NAND/NOR,12,2240
multiplexers,1,470
[synthesized netlist by cell type, drive strengths merged (8+ instances only)]
master,instances
xnor2,20
ha,127
a21oi,42
mux4,22
inv,132
nand2,41
clkbuf,9
o211ai,14
buf,22
nor3,10
nor4,8
nor2,49
xor2,57
o21ai,24
mux2i,22
[metrics by stage]
step           std cells  hold WS [ps]  setup slack (ps)  total power [uW]
6_report             900          7750              3590               224
5_1_grt              900          7800              3100               250
4_1_cts              900          7750              3560               226
3_5_place_dp         900          7750              3560               224
3_3_place_gp         900          7740              3710               223
2_1_floorplan        685          6780              4660               143
[routing by layer]
layer | wire length (um) | vias up | share of wire, %
met5 | 0 | - | 0
met1 | 6620 | 2138 | 51
li1 | - | 2458 | -
met2 | 5850 | 82 | 45
met4 | 76 | 0 | 0.58
met3 | 462 | 4 | 3.6
Power figures rest on the tool's default switching activity, not on a simulated workload.
