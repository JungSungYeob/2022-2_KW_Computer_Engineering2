[flow/config.mk]
export PLATFORM = sky130hd
export DESIGN_NAME = cla64
export DESIGN_NICKNAME = cla64
export VERILOG_FILES = /design/flow/design.v
export SDC_FILE = /design/flow/constraint.sdc
export NUM_CORES = 4
export LEC_CHECK = 1
export CORE_UTILIZATION = 40
[flow/constraint.sdc]
current_design cla64

set clk_period 16.0
set clk_io_pct 0.2

create_clock -name clk0 -period $clk_period

set non_clock_inputs [all_inputs -no_clocks]
set_input_delay [expr $clk_period * $clk_io_pct] -clock clk0 $non_clock_inputs
set_output_delay [expr $clk_period * $clk_io_pct] -clock clk0 [all_outputs]
[flow/design.v]
module cla4(a,b,ci,s,co);
	input [3:0] a,b;  
	input ci;  
	output [3:0] s;  
	output co;  
	wire c1,c2,c3;
	fa_v2 U0_fa_v2(.a(a[0]),.b(b[0]),.ci(ci),.s(s[0])); 
	fa_v2 U1_fa_v2(.a(a[1]),.b(b[1]),.ci(c1),.s(s[1]));
	fa_v2 U2_fa_v2(.a(a[2]),.b(b[2]),.ci(c2),.s(s[2]));
	fa_v2 U3_fa_v2(.a(a[3]),.b(b[3]),.ci(c3),.s(s[3]));
	clb U4_clb(.a(a),.b(b),.ci(ci),.c1(c1),.c2(c2),.c3(c3),.co(co)); 
endmodule
module clb(a,b,ci,c1,c2,c3,co);
	input[3:0]a,b;
	input ci;
	output c1,c2,c3,co;
	wire [3:0] g, p;
	wire w0_c1;
	wire w0_c2, w1_c2;
	wire w0_c3,w1_c3,w2_c3;
	wire w0_co,w1_co,w2_co,w3_co;
	_and2 AD2_0(.a(a[0]),.b(b[0]),.y(g[0]));
	_and2 AD2_1(.a(a[1]),.b(b[1]),.y(g[1]));
	_and2 AD2_2(.a(a[2]),.b(b[2]),.y(g[2]));
	_and2 AD2_3(.a(a[3]),.b(b[3]),.y(g[3]));
	_or2 OR2_0(.a(a[0]),.b(b[0]),.y(p[0]));
	_or2 OR2_1(.a(a[1]),.b(b[1]),.y(p[1]));
	_or2 OR2_2(.a(a[2]),.b(b[2]),.y(p[2]));
	_or2 OR2_3(.a(a[3]),.b(b[3]),.y(p[3]));
	_and2 AD2_4(.a(p[0]),.b(ci),.y(w0_c1));
	_or2 OR2_4(.a(g[0]),.b(w0_c1),.y(c1));
	_and2 AD2_5(.a(p[1]),.b(g[0]),.y(w0_c2));
	_and3 AD3_1(.a(p[1]),.b(p[0]),.c(ci),.y(w1_c2));
	_or3 OR3_1(.a(g[1]),.b(w0_c2),.c(w1_c2),.y(c2));
	_and2 AD2_6(.a(p[2]),.b(g[1]),.y(w0_c3));
	_and3 AD3_2(.a(p[2]),.b(p[1]),.c(g[0]),.y(w1_c3));
	_and4 AD4_1(.a(p[2]),.b(p[1]),.c(p[0]),.d(ci),.y(w2_c3));
	_or4 OR4_1(.a(g[2]),.b(w0_c3),.c(w1_c3),.d(w2_c3),.y(c3));
	_and2 AD2_7(.a(p[3]),.b(g[2]),.y(w0_co));
	_and3 AD3_3(.a(p[3]),.b(p[2]),.c(g[1]),.y(w1_co));
	_and4 AD4_2(.a(p[3]),.b(p[2]),.c(p[1]),.d(g[0]),.y(w2_co));
	_and5 AD5_1(.a(p[3]),.b(p[2]),.c(p[1]),.d(p[0]),.e(ci),.y(w3_co));
	_or5 OR5_1(.a(g[3]),.b(w0_co),.c(w1_co),.d(w2_co),.e(w3_co),.y(co));
endmodule
module fa_v2(a,b,ci,s);
	input a,b,ci;
	output s;
	wire w0;
	_xor2 XR1(.a(a),.b(b),.y(w0));
	_xor2 XR2(.a(w0),.b(ci),.y(s));
endmodule
module _inv(a,y);
	input a;
	output y;
	assign y=~a;
endmodule
module _nand2(a,b,y);
	input a,b;
	output y;
	assign y=~(a&b);
endmodule
module _and2(a,b,y);
	input a,b;
	output y;
	assign y= a&b;
endmodule
module _or2(a,b,y);
	input a,b;
	output y;
	assign y=a|b;
endmodule
module _xor2(a,b,y);
	input a,b;
	output y;
	wire i0, i1;
	wire w0, w1;
	_inv U0_inv (.a(a), .y(i0));
	_inv U1_inv (.a(b), .y(i1));
	_and2 U2_and2 (.a(i0),.b(b),.y(w0));
	_and2 U3_and2 (.a(a),.b(i1),.y(w1));
	_or2 U4_or2 (.a(w0),.b(w1),.y(y));
endmodule
module _and3(a,b,c,y);
	input a,b,c;
	output y;
	assign y=a&b&c;
endmodule
module _and4(a,b,c,d,y);
	input a,b,c,d;
	output y;
	assign y=a&b&c&d;
endmodule
module _and5(a,b,c,d,e,y);
	input a,b,c,d,e;
	output y;
	assign y=a&b&c&d&e;
endmodule
module _or3(a,b,c,y);
	input a,b,c;
	output y;
	assign y=a|b|c;
endmodule
module _or4(a,b,c,d,y);
	input a,b,c,d;
	output y;
	assign y=a|b|c|d;
endmodule
module _or5(a,b,c,d,e,y);
	input a,b,c,d,e;
	output y;
	assign y=a|b|c|d|e;
endmodule
module _inv_4bits(a,y);
	input [3:0] a;
	output[3:0] y;
	assign y=~a;
endmodule
module _and2_4bits(a,b,y);
	input [3:0] a,b;
	output [3:0] y;
	assign y=a&b;
endmodule
module _or2_4bits(a,b,y);
	input [3:0] a,b;
	output [3:0] y;
	assign y=a|b;
endmodule
module _xor2_4bits(a,b,y);
	input [3:0] a,b;
	output [3:0]y;
	_xor2 U0_xor2(.a(a[0]),.b(b[0]),.y(y[0]));
	_xor2 U1_xor2(.a(a[1]),.b(b[1]),.y(y[1]));
	_xor2 U2_xor2(.a(a[2]),.b(b[2]),.y(y[2]));
	_xor2 U3_xor2(.a(a[3]),.b(b[3]),.y(y[3]));
endmodule
module _xnor2_4bits(a,b,y);
	input [3:0] a,b;
	output [3:0] y;
	wire[3:0] w0;
	_xor2_4bits U0_xor2_4bits(.a(a),.b(b),.y(w0));
	_inv_4bits U1_inv_4bits(.a(w0),.y(y));
endmodule
module _inv_32bits(a,y);
	input [31:0] a;
	output [31:0] y;
	assign y=~a;
endmodule
module _and2_32bits(a,b,y);
	input [31:0] a,b;
	output [31:0] y;
	assign y=a&b;
endmodule
module _or2_32bits(a,b,y);
	input [31:0] a,b;
	output [31:0] y;
	assign y=a|b;
endmodule
module _xor2_32bits(a,b,y);
	input [31:0] a,b;
	output [31:0] y;
	_xor2_4bits U0_xor2_4bits(.a(a[3:0]),		.b(b[3:0]),		.y(y[3:0]));
	_xor2_4bits U1_xor2_4bits(.a(a[7:4]),		.b(b[7:4]),		.y(y[7:4]));
	_xor2_4bits U2_xor2_4bits(.a(a[11:8]),		.b(b[11:8]),	.y(y[11:8]));
	_xor2_4bits U3_xor2_4bits(.a(a[15:12]),	.b(b[15:12]),	.y(y[15:12]));
	_xor2_4bits U4_xor2_4bits(.a(a[19:16]),	.b(b[19:16]),	.y(y[19:16]));
	_xor2_4bits U5_xor2_4bits(.a(a[23:20]),	.b(b[23:20]),	.y(y[23:20]));
	_xor2_4bits U6_xor2_4bits(.a(a[27:24]),	.b(b[27:24]),	.y(y[27:24]));
	_xor2_4bits U7_xor2_4bits(.a(a[31:28]),	.b(b[31:28]),	.y(y[31:28]));
endmodule
module _xnor2_32bits(a,b,y);
	input [31:0] a,b;
	output [31:0] y;
	_xnor2_4bits U0_xnor2_4bits(.a(a[3:0]),	.b(b[3:0]),		.y(y[3:0]));
	_xnor2_4bits U1_xnor2_4bits(.a(a[7:4]),	.b(b[7:4]),		.y(y[7:4]));
	_xnor2_4bits U2_xnor2_4bits(.a(a[11:8]),	.b(b[11:8]),	.y(y[11:8]));
	_xnor2_4bits U3_xnor2_4bits(.a(a[15:12]),	.b(b[15:12]),	.y(y[15:12]));
	_xnor2_4bits U4_xnor2_4bits(.a(a[19:16]),	.b(b[19:16]),	.y(y[19:16]));
	_xnor2_4bits U5_xnor2_4bits(.a(a[23:20]),	.b(b[23:20]),	.y(y[23:20]));
	_xnor2_4bits U6_xnor2_4bits(.a(a[27:24]),	.b(b[27:24]),	.y(y[27:24]));
	_xnor2_4bits U7_xnor2_4bits(.a(a[31:28]),	.b(b[31:28]),	.y(y[31:28]));
endmodule
module cla64(a,b,ci,s,co);
	input [63:0] a,b;
	input ci;
	output [63:0] s;
	output co;
	wire c1 ,c2, c3, c4, c5, c6, c7,c8,c9,c10,c11,c12,c13,c14,c15;
	cla4 U0_cla4(.a(a[3:0]),	.b(b[3:0]),		.ci(ci),.s(s[3:0]),	.co(c1));
	cla4 U1_cla4(.a(a[7:4]),	.b(b[7:4]),		.ci(c1),.s(s[7:4]),	.co(c2));
	cla4 U2_cla4(.a(a[11:8]),	.b(b[11:8]),	.ci(c2),.s(s[11:8]),	.co(c3));
	cla4 U3_cla4(.a(a[15:12]),	.b(b[15:12]),	.ci(c3),.s(s[15:12]),.co(c4));
	cla4 U4_cla4(.a(a[19:16]),	.b(b[19:16]),	.ci(c4),.s(s[19:16]),.co(c5));
	cla4 U5_cla4(.a(a[23:20]),	.b(b[23:20]),	.ci(c5),.s(s[23:20]),.co(c6));
	cla4 U6_cla4(.a(a[27:24]),	.b(b[27:24]),	.ci(c6),.s(s[27:24]),.co(c7));
	cla4 U7_cla4(.a(a[31:28]),	.b(b[31:28]),	.ci(c7),.s(s[31:28]),.co(c8));
	cla4 U8_cla4(.a(a[35:32]),	.b(b[35:32]),	.ci(c8),.s(s[35:32]),.co(c9));
	cla4 U9_cla4(.a(a[39:36]),	.b(b[39:36]),	.ci(c9),.s(s[39:36]),.co(c10));
	cla4 U10_cla4(.a(a[43:40]),	.b(b[43:40]),	.ci(c10),.s(s[43:40]),.co(c11));
	cla4 U11_cla4(.a(a[47:44]),	.b(b[47:44]),	.ci(c11),.s(s[47:44]),.co(c12));
	cla4 U12_cla4(.a(a[51:48]),	.b(b[51:48]),	.ci(c12),.s(s[51:48]),.co(c13));
	cla4 U13_cla4(.a(a[55:52]),	.b(b[55:52]),	.ci(c13),.s(s[55:52]),.co(c14));
	cla4 U14_cla4(.a(a[59:56]),	.b(b[59:56]),	.ci(c14),.s(s[59:56]),.co(c15));
	cla4 U15_cla4(.a(a[63:60]),	.b(b[63:60]),	.ci(c15),.s(s[63:60]),.co(co));
endmodule
[flow/run.sh]
#!/bin/bash
# OpenROAD 26Q1-2900-gdf79404cd8, Yosys 0.63+post, stock flow scripts
make -C /OpenROAD-flow-scripts/flow DESIGN_CONFIG=/design/flow/config.mk WORK_HOME=/design/flow/orfs finish
==> results.toml <==
# flow metrics
[power_and_ir_drop]
p_sw_share_pct = 36.8
p_leak_nw = 3.31
p_comb_share_pct = 100.0
p_sw_w = 0.0000814
peakVddDrop_uv = 18.6
power_density_nw_per_um2 = 34.3
p_int_w = 0.000140
finalPower_w = 0.000221
p_clk_share_pct = 0
p_seq_share_pct = 0

[grt]
antenna_found_initial = 0
grt_overflow = 0
grt_pass1_vias = 3959
grt_usage_pct = 17.0
grt_max_degree = 8
grt_pass1_wl_um = 17500

[synthesis]
ys_cells = 640
syn_avg_cell_area_um2 = 7.50
syn_area_um2 = 4800
top_cell = "inv_1"
fa_ha_area_share_pct = 40.0
netlist.area_leader.share_pct = 33.4
common_cells = "180 x inv_1, 128 x ha_1, 64 x buf_4"
yosys.area.top_type = "ha_1"
yosysUniqueCellTypes = 57
ys_chip_area_um2 = 4800
yosysSeqAreaShare_pct = 0
simple_gate_area_share_pct = 12.3
yosysWarnings = 0
ys_sh_xor_pct = 7.48
synthTopCellsByArea = "ha_1 33%, inv_1 14%, buf_4 10%, fa_1 6.7%, xnor2_1 4.6%"
synth_cells = 640
ys_sh_mux_pct = 0.208
aoi_share_pct = 15.9
synthTopLogicFamily = "adder cells"

[route]
dr.pass1.iters = 52
first_iter_violations = 132
final_antenna_net_count = 0
dr_total_vias = 4110
drc = 20
drt-wirelength-per-cell_um = 11.4
vias_per_cell = 4.50
routed_wirelength_um = 10400
antennaDiodeCount = 0

[clock_network]
post_cts_buffers = 0
cts_hold_buf = 0
ctsResizeCount = 0

[final_layout]
design_area_um2 = 6440
comb_area_um2 = 3640
syn2layout_area_growth_pct = 34.2
seq_cells = 0
drive_above_1_share_pct = 1.69
fillCellCount = 1054
ff_latch_area_um2 = 0
clock_buffers = 0

[placed_design]
dp_slack_ns = 5.62
io_buffers = 194
dpl_cell_area_um2 = 6440
hpwl_um = 9720
place.gp.congestion = 0.868

[floorplanning]
fp_util_pct = 41.5
fp-row-count = 39
ios = 194
die_area_um2 = 12400
die.size.y_um = 112
core_um2 = 11600
fp.dieW_um = 112

[final_timing]
fin_crit_sh_pct = 64.9
slew_viol_final = 0
max_slew_margin_pct = 55.3
setup_viol = 0
max_slew.worst_pin.slew_ns = 0.665
setup_tns_ns = 0
max_freq_mhz = 96.3
rsz0062_at_grt = "no"
final.min_clock_period_ns = 10.38
layout_setup_ws_ns = 5.62
final-hold-violation-count = 0

[critical_path]
critPathLaunchType = "input port"
crit_type = "input port to primary output"
path_delay_family = "AND-OR/OR-AND gates"
critPathLaunch = "a[45]"
worstPathCellList = "clkdlybuf4s50_1, inv_1, ha_1, nor2b_1, o311ai_1, a221oi_1, o41ai_1, o31a_1, or4_1, and3b_1, nor2_1, nor2_1, fa_1, xnor2_1, clkdlybuf4s50_1"
end_kind = "primary output"
crit_arrival_ns = 7.18
slowest_stage = "a221oi_1"
critPathRequiredTime_ns = 12.80
slowest_delay_ns = 0.55
critPathMaxFanout = 4
crit_buf_inv = 3

[status]
violations = "design-rule violations"
status = "complete, but fails checks"

[worst_hold_path]
min-delay-path-class = "input port to primary output"
hp-start = "b[46]"

[run]
warnings = 112
drv_cap = 0
[power groups by stage]
stage | Sequential, W | Combinational (W) | Clock (W)
after CTS | 0 | 0.000225 | 0
after global routing | 0 | 0.000247 | 0
final | 0 | 0.000221 | 0
[routing by layer]
metal  track usage, %  share of wire, %  vias to the layer above
met5                0                 0                        -
li1                 -                 -                     2237
met1             24.1                47                     1759
met2             29.6                45                      114
met4                0                 0                        0
met3             2.33               8.1                        0
[cell type report]
class | instances | area share, %
Timing Repair Buffer | 194 | 30.1
Inverter | 180 | 10.5
Tap cell | 143 | 2.78
Multi-Input combinational cell | 396 | 56.6
[placed cells by master, fill, tap and decap left out, types with 5 or more instances in the layout]
| cell type | n |
|---|---|
| ha_1 | 128 |
| clkdlybuf4s50_1 | 194 |
| nor3_1 | 13 |
| a21oi_1 | 33 |
| nor2b_1 | 10 |
| o21ai_0 | 6 |
| nor2_1 | 33 |
| fa_1 | 16 |
| nand3_1 | 6 |
| inv_1 | 180 |
| xor2_1 | 16 |
| o21bai_1 | 11 |
| nor4_1 | 5 |
| xnor2_1 | 25 |
| a221oi_1 | 6 |
| nand2_1 | 10 |
[metrics by stage]
stage	hold slack, ns	instances	utilization (%)
after global placement	7.46	913	55.7
after CTS	7.47	913	55.7
final	7.46	913	55.7
after floorplan	6.58	640	-
after detailed placement	7.47	913	55.7
after global routing	7.49	913	55.7
[logic make-up (layout without fill, tap and decap cells)]
logic type / Yosys count / count (layout)
compound gates: 103 / 103
xor+xnor: 41 / 41
fa+ha+maj: 144 / 144
buf+inv: 244 / 374
mux: 1 / 1
simple gates: 107 / 107
[tightest hold or removal path: stages]
cell	delay (ns)
clkdlybuf4s50_1	0.42
inv_1	0.06
ha_1	0.12
xnor2_1	0.07
clkdlybuf4s50_1	0.39
[path summary, 6_finish.rpt]
path	end	slack (ns)	cells after the start
setup / recovery	s[61]	5.62	15
hold / removal	s[46]	7.46	5
